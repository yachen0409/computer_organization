==> design/flow/design.v <==
`timescale 1ns / 1ps
module Forwarding_Unit(
          WB_regwrite,
          MEM_regwrite,
          EX_regRS,
          EX_regRT,
          MEM_regRD,
          WB_regRD,
          forwardA,
          forwardB            
          );
input      WB_regwrite;
input      MEM_regwrite;
input      [4:0] EX_regRS, EX_regRT, MEM_regRD, WB_regRD;
output     [1:0] forwardA, forwardB;    
reg        [1:0] forwardA;
reg        [1:0] forwardB;
always @*
    begin
        if ((MEM_regwrite) && (MEM_regRD) && (MEM_regRD == EX_regRS))
            forwardA <= 2'b01;
        else if ((WB_regwrite) && (WB_regRD) && (WB_regRD == EX_regRS))
            forwardA <= 2'b10;  
        else    
            forwardA <= 2'b00;
        if ((MEM_regwrite) && (MEM_regRD) && (MEM_regRD == EX_regRT))
            forwardB  <= 2'b01;
        else if ((WB_regwrite) && (WB_regRD) && (WB_regRD == EX_regRT))
            forwardB <= 2'b10;  
        else    
            forwardB <= 2'b00;
     end
endmodule     
==> design/flow/run.sh <==
#!/bin/bash
# OpenROAD 26Q1-2900-gdf79404cd8, Yosys 0.63+post, stock flow scripts
make -C /OpenROAD-flow-scripts/flow DESIGN_CONFIG=/design/flow/config.mk WORK_HOME=/design/flow/orfs finish
==> design/flow/config.mk <==
export PLATFORM = sky130hd
export DESIGN_NAME = Forwarding_Unit
export DESIGN_NICKNAME = Forwarding_Unit
export VERILOG_FILES = /design/flow/design.v
export SDC_FILE = /design/flow/constraint.sdc
export NUM_CORES = 4
export LEC_CHECK = 1
export CORE_AREA = 10 10 70 70
export DIE_AREA = 0 0 80 80
==> design/flow/constraint.sdc <==
current_design Forwarding_Unit

set clk_period 2.3
set clk_io_pct 0.2

create_clock -name clk0 -period $clk_period

set non_clock_inputs [all_inputs -no_clocks]
set_input_delay [expr $clk_period * $clk_io_pct] -clock clk0 $non_clock_inputs
set_output_delay [expr $clk_period * $clk_io_pct] -clock clk0 [all_outputs]
==> impl_metrics.yaml <==
# synthesis and place-and-route metrics
outcome:
  outcome: "complete, no violations"
drt:
  drtIter0Drc: 11
  wire_per_inst_um: 12.0
  antennaDiodeCount: 0
  dr.pass1.iters: 4
  wl_mm: 1.43
  via_per_inst: 3.35
  ant_nets: 0
  via_count: 402
  drc: 0
die:
  dieArea_mm2: 0.00640
  core_mm2: 0.00342
  fp.dieW_um: 80
  fp-utilization_pct: 7.55
  row_count: 21
  die_h_um: 80
  ioPinCount: 26
sta:
  setup-violations-final: 0
  max_freq_ghz: 0.440
  worst_slew_pin_slew_ns: 0.270
  rsz0062_at_grt: "true"
  period_used_pct: 98.9
  slew_violations: 0
  period_needed_ns: 2.27
  relSlewSlack_pct: 81.8
  hold_violations: 0
setup_path:
  arrival_ns: 1.81
  cp.required_ns: 1.84
  crit_type: "in -> out"
  crit_path_end_kind: "output port"
  endpoint: "forwardB[1]"
  startpoint_type: "primary input"
  crit_fanout: 2
  crit_start: "MEM_regRD[3]"
power_and_ir_drop:
  p_per_area_mw_per_mm2: 161
  worst_ir_drop_vdd_mv: 0.0651
  leakage_nw: 0.327
global_routing:
  overflow: 0
  grt_usage_pct: 4.49
  antenna_found_initial: 0
  grt_pass1_wl_mm: 2.31
  grt_max_degree: 4
  grt_pass1_vias: 458
cells_and_area:
  area_delta_synth_final_pct: 200
  design.seq.count: 0
  final_cells: 120
  register_area_um2: 0
  clkbuf_count: 0
  design_area_um2: 773
  num-fill-cells: 381
  combGateArea_um2: 357
  drive_above_1_share_pct: 51.4
synthesis:
  ys_types: 9
  syn_inst: 34
  synth.cell_area_um2: 258
  postSynthSeqShare_pct: 0
  syn_area_per_cell_um2: 7.58
  ys_cells: 34
  yosysWarnings: 1
  synth-area-yosys_um2: 258
placement:
  globalplace.congestion: 0.879
  dpl.hpwl_mm: 1.21
  numPortBuffers: 26
  placed_cells: 119
  placed_area_um2: 673
run:
  max_cap_violations: 0
  openroad.warnings: 33
hold_path:
  min_path_type: "in -> out"
clocking:
  ctsHoldBuffers: 0
[where the power goes]
part	total (W)	switching, W	internal, W
registers	0	0	0
clock network	0	0	0
logic	0.000125	0.0000504	0.0000744
total	0.000125	0.0000504	0.0000744
[timing repair]
item | 4_1_cts | 5_1_grt
buffers inserted | 2 | 0
pin swaps | 13 | 4
resized | 62 | 7
endpoints found under the setup margin | 4 | 3
[layout by cell type (no fill, tap or decap)]
| cell | count |
|---|---|
| clkdlybuf4s15_2 | 3 |
| xor2_1 | 4 |
| nor4_2 | 3 |
| nand2_1 | 2 |
| buf_6 | 5 |
| or4_4 | 2 |
| xnor2_1 | 11 |
| nor4_4 | 1 |
| clkbuf_2 | 1 |
| nor2_4 | 1 |
| o21ai_4 | 1 |
| buf_2 | 3 |
| nand3_1 | 1 |
| clkdlybuf4s50_1 | 6 |
| clkdlybuf4s15_1 | 3 |
| nand4_1 | 2 |
| buf_4 | 12 |
| dlymetal6s2s_1 | 2 |
| nand3_2 | 1 |
| dlygate4sd2_1 | 5 |
| xnor2_2 | 5 |
[final cells by class]
type,count,share of cell area [%]
multi-input cells,34,46.1
repair buffers,40,46.4
well taps,46,7.44
[critical path: stages]
cell and delay, ns:
buf_6 0.10, or4_4 0.54, o21ai_4 0.18, nor4_4 0.07
buf_4 0.14, nor4_2 0.18, buf_2 0.14
[cell usage after synthesis, drive strengths merged]
library cell,count,share of area (%)
nor4,4,9.7
nor2,1,1.5
or4,2,5.8
xnor2,16,54
nand3,2,3.9
nand4,2,4.9
o21ai,1,3.4
nand2,2,2.9
xor2,4,14
[worst min-delay path by stage]
stage,startpoint,end,depth (start not counted)
after CTS,EX_regRS[0],forwardA[1],5
after global routing,WB_regRD[1],forwardA[1],5
final,WB_regRD[1],forwardA[1],5
[cell families after synthesis]
group	after synthesis	synth area share (%)
and+or+nand+nor	13	28.6
xor gates and xnor gates	20	68.0
AOI/OAI and AO/OA	1	3.40
[metrics by stage]
| stage | power (W) | util, % | hold WS (ns) | worst slack [ns] | TNS [ns] |
|---|---|---|---|---|---|
| after detailed placement | 0.000108 | 19.7 | 1.90 | -0.657 | -2.13 |
| after CTS | 0.000120 | 21.9 | 1.47 | 0.00276 | 0 |
| final | 0.000125 | 22.6 | 1.42 | 0.0259 | 0 |
| after floorplan | 0.0000351 | - | 0.993 | 0.481 | 0 |
| after global placement | 0.000108 | 19.7 | 1.92 | -0.637 | -2.08 |
| after global routing | 0.000135 | 22.6 | 1.47 | -0.0343 | -0.0343 |
[metal layers]
layer / GRT usage, % / vias up / share of wire, %
li1: - / 202 / -
met5: 0 / - / 0
met3: 3.07 / 0 / 18
met4: 0 / 0 / 0
met2: 4.17 / 26 / 23
met1: 7.62 / 174 / 59
Power figures rest on the tool's default switching activity, not on a simulated workload.
