**design/flow/config.mk**
```make
export PLATFORM = sky130hd
export DESIGN_NAME = HazardDetection_Unit
export DESIGN_NICKNAME = HazardDetection_Unit
export VERILOG_FILES = /design/flow/design.v
export SDC_FILE = /design/flow/constraint.sdc
export NUM_CORES = 4
export LEC_CHECK = 1
export CORE_AREA = 10 10 70 70
export DIE_AREA = 0 0 80 80
```
**design/flow/constraint.sdc**
```tcl
current_design HazardDetection_Unit

set clk_period 2.1
set clk_io_pct 0.2

create_clock -name clk0 -period $clk_period

set non_clock_inputs [all_inputs -no_clocks]
set_input_delay [expr $clk_period * $clk_io_pct] -clock clk0 $non_clock_inputs
set_output_delay [expr $clk_period * $clk_io_pct] -clock clk0 [all_outputs]
```
**design/flow/design.v**
```verilog
`timescale 1ns / 1ps
module HazardDetection_Unit(
    EX_memread,
    EX_regRT,
    ID_regRS,
    ID_regRT,
    branch,
    pcwrite,
    ID_write,
    IF_flush,
    ID_flush,
    EX_flush         
);
input      EX_memread, branch;
input      [4:0]  EX_regRT, ID_regRS, ID_regRT;
output     pcwrite;
output     ID_write;
output     IF_flush;
output     ID_flush;
output     EX_flush;    
reg        pcwrite;
reg        ID_write;
reg        IF_flush;
reg        ID_flush;
reg        EX_flush;    
always @*
    begin
        pcwrite <= 0;
        IF_flush <= 0;
        ID_write <= 0;
        ID_flush <= 0;
        EX_flush <= 0;
        if(EX_memread && ((EX_regRT == ID_regRS) || (EX_regRT == ID_regRT)))
            begin
                pcwrite <= 1;
                ID_write <= 1;
                ID_flush <= 1;
            end       
        if(branch == 1)
            begin
                IF_flush <= 1;
                ID_flush <= 1;
                EX_flush <= 1;
            end                    
     end
endmodule
```
**design/flow/run.sh**
```bash
#!/bin/bash
# OpenROAD 26Q1-2900-gdf79404cd8, Yosys 0.63+post, stock flow scripts
make -C /OpenROAD-flow-scripts/flow DESIGN_CONFIG=/design/flow/config.mk WORK_HOME=/design/flow/orfs finish
```
==> results.txt <==
Implementation progress

The run finished with clean final reports. Each instance of the synthesized netlist takes up on average 7.44 um^2. The floorplan step records an initial core utilization of 4.36%. The analysis reports a worst IR drop on VDD of 0.0000153 V. The area fraction in mux cells stands at 0%. Looking at the max-slew report, the worst-margin pin has a slew of 0.150 ns. Per the summary, power density relative to cell area is 164 nW/um^2. The count of buffers added by post-CTS timing repair for setup stands at 0. On the final layout, the worst hold slack is 1.55 ns. In this run the cell area of the synthesized design comes to 149 um^2. According to the timing report, the data required time at the worst endpoint equals 1.68 ns. The yosys stat cell total stands at 20.

The routability-driven placement congestion ratio stands at 0.731. Checking max transition, the worst relative margin is 89.9%. The number of detailed-route iterations in the first pass stands at 2. The count of inserted antenna diode cells stands at 0.

The placeable core region stands at 3420 um^2. For this run, the number of standard cells in the final layout without fillers is 85. After global routing the overflow that remains totals 0. Among all cell types in the netlist, the one instantiated most often is sky130_fd_sc_hd__xnor2_1. The mean number of vias per cell stands at 2.47. Across the run, the number of max-cap violations was 0.

The post-route minimum period stands at 2.01 ns. STA classifies the critical path endpoint as an output pin. The peak clock frequency supported by timing stands at 497 MHz. The cell-mix breakdown from Yosys lists the adder-cell area share as 0%. The share of post-route cells with drive strength above 1 stands at 5.13%.

The area share of and-or/or-and cells after synthesis stands at 10.1%. The report puts the hold buffer count at CTS at 0. Setup violations remaining at the end of the flow were counted as 0. The area of all placed cells without fillers stands at 408 um^2.

The commonest cells after synthesis are 10 x sky130_fd_sc_hd__xnor2_1, 3 x sky130_fd_sc_hd__buf_4, 2 x sky130_fd_sc_hd__nand2_1, 2 x sky130_fd_sc_hd__nand4_1. The number of nets with antenna violations after detailed routing stands at 0. Pins over their slew limit in the final report were tallied at 0. Hold-check failures listed in the final report amount to 0. The report lists the cells along the critical path as clkdlybuf4s50_1, xnor2_1, nand4_1, o22ai_2, dlygate4sd2_1. The longest individual stage delay on the worst path stands at 0.47 ns.

After Yosys synthesis, and, or, nand and nor cells account for 13.4% of the synthesized area. The total cell area at the placement stage stands at 404 um^2. For reference, the top logic cell family by area is XOR/XNOR gates. The die width stands at 80 um. TritonRoute reported its final design rule violation total as 0. Per the layout report, the design carries 0 clock buffers. The portion of synthesized cell area occupied by the leading cell type stands at 58.8%. The final route contains 210 vias. For this sky-water flow run, the detailed-routed wirelength per cell is reported as 8.93 um.

The count of warnings emitted by yosys stands at 1. STA classifies the critical path startpoint as an input pin. In the placement report, post-DP HPWL is listed as 727 um. Dividing the final minimum period by the clock period gives 95.8%. The number of instances in the synthesized netlist stands at 20. The number of antenna violations at the first check in global routing stands at 0. The number of distinct library cell variants in the gate-level netlist after synthesis stands at 7. Counting tap cells, the placed design contains a total of 85 instances. The tightest min-delay check is of the input pin to output pin type. The critical path in this run is classified as input pin to output pin.

The main area contributors are sky130_fd_sc_hd__xnor2_1 59%, sky130_fd_sc_hd__buf_4 15%, sky130_fd_sc_hd__nand4_1 8.4%. The data arrival time at the worst-slack endpoint stands at 1.59 ns. Setup repair after global routing left no endpoint under its margin. Per Yosys stat, the portion of area used by sequential elements is 0%. The wire length of the first global-routing pass stands at 1.15 mm. The worst-path maximum fanout stands at 2. The area overhead of the layout relative to synthesis stands at 174%. The cell-mix breakdown from Yosys lists the XOR/XNOR area share as 58.8%.

The area taken by flip-flops and latches stands at 0 um^2. Of all cell types, the one taking the most synthesized area is sky130_fd_sc_hd__xnor2_1. The total routing resource utilization after global routing stands at 2.26%. The filler cell count stands at 397.

The floorplan step set the die height to 80 um. The post-synth area from yosys stat stands at 149 um^2. During placement, the flow inserted port buffers numbering 22.

Entering global routing, the biggest net connects 4 pins. Looking at the critical path, the single cell with the biggest stage delay is sky130_fd_sc_hd__clkdlybuf4s50_1. The static leakage power stands at 0.137 nW. Once layout is complete, the utilization of the core stands at 11.9%. The post-route total power stands at 0.0667 mW.

The flop count stands at 0. The number of logged tool warnings stands at 32. The number of placed I/O pins stands at 22. The logic area stands at 135 um^2. The number of global-route vias before repair is 233. The overall die size recorded for this design is 6400 um^2. Per STA, the startpoint of the critical path is ID_regRS[0]. The number of DRC violations after detailed-routing iteration 0 stands at 3. The total number of placement rows stands at 21. The total wirelength of the detailed-routed design stands at 759 um.

The capture point of the critical path was reported as pcwrite.
[worst max-delay path, delay by kind of cell]
kind | cells | cell delay [ns]
XOR/XNOR | 1 | 0.12
buffers and inverters | 2 | 0.70
AND/OR/NAND/NOR | 1 | 0.17
AND-OR/OR-AND | 1 | 0.19
[placed cells by master, fill, tap and decap left out, drive strengths merged]
cell type,Yosys,final
clkdlybuf4s50,0,14
xnor2,10,10
dlygate4sd2,0,7
nand4,2,2
nand2,2,2
o22ai,1,1
inv,1,1
o221ai,1,1
clkdlybuf4s15,0,1
[worst min path at each step]
stage,from,to,slack (ns),depth (start not counted)
global route,EX_regRT[3],ID_flush,1.62,5
finish,EX_regRT[3],ID_flush,1.55,5
CTS,EX_regRT[0],ID_write,1.58,5
[logic make-up (layout without fill, tap and decap cells)]
group / Yosys count / in the layout
XOR/XNOR: 10 / 10
AND-OR/OR-AND: 2 / 2
AND/OR/NAND/NOR: 4 / 4
buffers and inverters: 4 / 23
[where the power goes]
part	switching (mW)	leakage [nW]	internal [mW]
sequential	0	0	0
combinational	0.0211	0.137	0.0456
clock	0	0	0
total	0.0211	0.137	0.0456
[per-stage QoR]
step,worst slack [ns],TNS (ns)
3_5_place_dp,-0.261,-0.767
3_3_place_gp,-0.244,-0.727
6_report,0.0881,0
4_1_cts,0.0568,0
5_1_grt,0.00732,0
2_1_floorplan,0.745,0
[routing by layer]
layer	wire (um)	global-route usage, %	vias to the layer above
met5	0	0	-
met4	0	0	0
met3	108	0.909	0
met2	438	4.90	10
met1	212	1.91	97
li1	-	-	103
[final cells by class]
| cell class | count | area share, % |
|---|---|---|
| Timing Repair Buffer | 22 | 51.8 |
| Multi-Input combinational cell | 16 | 33.1 |
| Inverter | 1 | 0.920 |
| Tap cell | 46 | 14.1 |
[what timing repair did]
item | CTS | global route
endpoints found under the hold margin | 0 | 0
gates resized | 9 | 2
setup endpoints to repair | 3 | 1
pin swaps | 4 | 4
Power and IR drop assume default switching activity.
